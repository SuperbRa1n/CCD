===== design/flow/constraint.sdc =====
current_design EX

set clk_period 24.7
set clk_io_pct 0.2

create_clock -name clk0 -period $clk_period

set non_clock_inputs [all_inputs -no_clocks]
set_input_delay [expr $clk_period * $clk_io_pct] -clock clk0 $non_clock_inputs
set_output_delay [expr $clk_period * $clk_io_pct] -clock clk0 [all_outputs]

===== design/flow/run.sh =====
#!/bin/bash
# OpenROAD 26Q1-2900-gdf79404cd8, Yosys 0.63+post, stock flow scripts
make -C /OpenROAD-flow-scripts/flow DESIGN_CONFIG=/design/flow/config.mk WORK_HOME=/design/flow/orfs finish

===== design/flow/config.mk =====
export PLATFORM = sky130hd
export DESIGN_NAME = EX
export DESIGN_NICKNAME = EX
export VERILOG_FILES = /design/flow/design.v
export SDC_FILE = /design/flow/constraint.sdc
export NUM_CORES = 4
export LEC_CHECK = 1
export CORE_AREA = 10 10 229 229
export DIE_AREA = 0 0 239 239

===== design/flow/design.v =====
module ALU (
	ALUResult,
	ALUCode, A, B);
	input [3:0]	ALUCode;				 
	input [31:0]	A, B;
	output [31:0]	ALUResult;
   parameter	 alu_add=  4'b0000;
   parameter	 alu_sub=  4'b0001;
   parameter	 alu_lui=  4'b0010;
   parameter	 alu_and=  4'b0011;
   parameter	 alu_xor=  4'b0100;
   parameter	 alu_or =  4'b0101;
   parameter 	 alu_sll=  4'b0110;
   parameter	 alu_srl=  4'b0111;
   parameter	 alu_sra=  4'b1000;
   parameter	 alu_slt=  4'b1001;
   parameter	 alu_sltu= 4'b1010; 	
   wire Binvert;
   wire[31:0] sum;
   assign Binvert = ~(ALUCode == 0);
   adder_32bits adder(
      .a(A),
      .b({32{Binvert}}^B),
      .ci(Binvert),
      .s(sum),
      .co()
   );
   wire isLT, isLTU;
   assign isLT = A[31]&&(~B[31]) || (A[31]~^B[31])&&sum[31];
   assign isLTU = (~A[31])&&B[31] || (A[31]~^B[31])&&sum[31];
   reg[31:0] ALUResult;
   reg signed[31:0] A_reg; 
   always@(*)
   begin
      A_reg = A;
      case (ALUCode)
         alu_add: ALUResult = sum;
         alu_sub: ALUResult = sum;
         alu_lui: ALUResult = B;
         alu_and: ALUResult = A&B;
         alu_xor: ALUResult = A^B;
         alu_or:  ALUResult = A|B;
         alu_sll: ALUResult = A<<B;
         alu_srl: ALUResult = A>>B;
         alu_sra: ALUResult = A_reg>>>B;
         alu_slt: ALUResult = isLT?32'd1:32'd0;
         alu_sltu:ALUResult = isLTU?32'd1:32'd0;
         default: ALUResult = sum;
      endcase
   end
endmodule
`timescale 1ns / 1ps
module EX(ALUCode_ex, ALUSrcA_ex, ALUSrcB_ex,Imm_ex, rs1Addr_ex, rs2Addr_ex, rs1Data_ex, 
            rs2Data_ex, PC_ex, RegWriteData_wb, ALUResult_mem,rdAddr_mem, rdAddr_wb, 
            RegWrite_mem, RegWrite_wb, ALUResult_ex, MemWriteData_ex, ALU_A, ALU_B);
    input [3:0] ALUCode_ex;
    input ALUSrcA_ex;
    input [1:0]ALUSrcB_ex;
    input [31:0] Imm_ex;
    input [4:0]  rs1Addr_ex;
    input [4:0]  rs2Addr_ex;
    input [31:0] rs1Data_ex;
    input [31:0] rs2Data_ex;
	input [31:0] PC_ex;
    input [31:0] RegWriteData_wb;
    input [31:0] ALUResult_mem;
	input [4:0]rdAddr_mem;
    input [4:0] rdAddr_wb;
    input RegWrite_mem;
    input RegWrite_wb;
    output [31:0] ALUResult_ex;
    output [31:0] MemWriteData_ex;
    output [31:0] ALU_A;
    output [31:0] ALU_B;
    wire[1:0] ForwardA, ForwardB;
    assign ForwardA[0] = RegWrite_wb && (rdAddr_wb!=0) && (rdAddr_mem!=rs1Addr_ex) && (rdAddr_wb==rs1Addr_ex);
    assign ForwardA[1] = RegWrite_mem && (rdAddr_mem!=0) && (rdAddr_mem==rs1Addr_ex);
    assign ForwardB[0] = RegWrite_wb && (rdAddr_wb!=0) && (rdAddr_mem!=rs2Addr_ex) && (rdAddr_wb==rs2Addr_ex);
    assign ForwardB[1] = RegWrite_mem && (rdAddr_mem!=0) && (rdAddr_mem==rs2Addr_ex);
    wire [31:0] A;
    mux3to1 mux_1(
        .in0(rs1Data_ex), 
        .in1(RegWriteData_wb), 
        .in2(ALUResult_mem), 
        .addr(ForwardA),
        .out(A)
    );
    wire [31:0] B;
    mux3to1 mux_2(
        .in0(rs2Data_ex), 
        .in1(RegWriteData_wb), 
        .in2(ALUResult_mem), 
        .addr(ForwardB),
        .out(B)
    );
    assign MemWriteData_ex = B;
    assign ALU_A = ALUSrcA_ex?PC_ex:A;
    mux3to1 mux_3(
        .in0(B),
        .in1(Imm_ex),
        .in2(32'd4),
        .addr(ALUSrcB_ex),
        .out(ALU_B)
    );
    ALU ALU_1(
        .ALUCode(ALUCode_ex), 
        .A(ALU_A), 
        .B(ALU_B),
        .ALUResult(ALUResult_ex)
    );
endmodule
module adder_32bits (a, b, ci, s, co);
    input[31:0] a, b;
    input ci;
    output[31:0] s;
    output co;
    wire c1, c2, c3, c4, c5, c6;
    adder_4bits a0(.a(a[3:0]), .b(b[3:0]), .ci(ci), .s(s[3:0]), .co(c1));
    adder_4bits_mux a1(.a(a[7:4]), .b(b[7:4]), .ci(c1), .s(s[7:4]), .co(c2));
    adder_4bits_mux a2(.a(a[11:8]), .b(b[11:8]), .ci(c2), .s(s[11:8]), .co(c3));
    adder_4bits_mux a3(.a(a[15:12]), .b(b[15:12]), .ci(c3), .s(s[15:12]), .co(c4));
    adder_4bits_mux a4(.a(a[19:16]), .b(b[19:16]), .ci(c4), .s(s[19:16]), .co(c5));
    adder_4bits_mux a5(.a(a[23:20]), .b(b[23:20]), .ci(c5), .s(s[23:20]), .co(c6));
    adder_4bits_mux a6(.a(a[27:24]), .b(b[27:24]), .ci(c6), .s(s[27:24]), .co(c7));
    adder_4bits_mux a7(.a(a[31:28]), .b(b[31:28]), .ci(c7), .s(s[31:28]), .co(co));
endmodule
module adder_4bits(a, b, ci, s, co);
    input[3:0] a, b;
    input ci;
    output[3:0] s;
    output co;
    wire[3:0] p, g, c;            
    assign g = a & b;
    assign p = a | b;
    assign c[0] = g[0] | p[0] & ci;
    assign c[1] = g[1] | p[1] & c[0];
    assign c[2] = g[2] | p[2] & c[1];
    assign c[3] = g[3] | p[3] & c[2];
    assign s[0] = (p[0] & (~g[0])) ^ (ci);
    assign s[1] = (p[1] & (~g[1])) ^ (c[0]);
    assign s[2] = (p[2] & (~g[2])) ^ (c[1]);
    assign s[3] = (p[3] & (~g[3])) ^ (c[2]);
    assign co = c[3];
endmodule
module adder_4bits_mux (a, b, ci, s, co);
    input[3:0] a, b;
    input ci;
    output[3:0] s;
    output co;
    wire[3:0] s0, s1;
    wire c0, c1;
    adder_4bits a0(.a(a), .b(b), .ci(0), .s(s0), .co(c0));
    adder_4bits a1(.a(a), .b(b), .ci(1), .s(s1), .co(c1));
    assign s = ci ? s1 : s0;
    assign co = ci ? c1 : c0;
endmodule
module mux3to1 (in0, in1, in2, addr, out);
    input[31:0] in0, in1, in2;
    input[1:0] addr;
    output reg [31:0] out;
    always@(*)
    begin
        case (addr)
            2'd0: out = in0;
            2'd1: out = in1;
            2'd2: out = in2;
            default: out = in0;
        endcase
    end
endmodule

==> impl_metrics.toml <==
# implementation run metrics
[placement]
place_ws_ns = -0.961
port_buffers = 349
dp_hpwl_um = 64300
place_congestion = 1.06

[power_and_ir_drop]
power_uw = 515
p_per_area_mw_per_mm2 = 33.7
vdd_ir_drop_max_mv = 0.0139
p_leak_nw = 6.12

[global_routing]
antenna_found_initial = 5
grt_pass1_vias = 14895
grt_start_max_net_pins = 52
grt_overflow_total = 0
grt_first_pass_wirelength_um = 112000
gr-usage-all-layers = 0.272

[finish]
nClkBuffers = 0
regArea_um2 = 0
drive_gt1_frac = 0.136
areaGrowthSynthToFinish_pct = 44.9
ff_count = 0

[sta]
rsz0062_at_grt = "no"
setup_slack_ns = 0.662
maxSlewViolCount = 0
worst_pin_slew_ns = 0.952
fmax_ghz = 0.0416
finalCriticalPeriod_ns = 24.04
setup_viol = 0
finalCritPeriodShare = 0.973
timing.hold.ws_ns = 10.81
hold_viol_final = 0
slew-limit-headroom = 0.360

[synthesis]
yosysChipArea_mm2 = 0.0106
yosys-top-cells-area = "mux2i_1 12%, ha_1 10%, o21ai_0 5.1%, nor2_1 4.4%, fa_1 4.4%"
ys_warn_count = 5
ys_seq_share = 0
netlist_instances = 1515
common_cells = "125 x mux2i_1, 125 x nor2_1, 110 x nand2_1, 107 x o21ai_0, 86 x ha_1"
syn-cell-area_mm2 = 0.0106
yosys.cell_types.count = 84
synth.avg_cell_area_um2 = 6.97
yosysTopAreaCell = "mux2i_1"
ys_cells = 1515
top_area_frac = 0.119

[critical_path]
worstSetupStartpointType = "input port"
worst-path-buf-inv = 5
critPathKind = "in -> out"
max_stage_delay_ns = 0.55
cp_data_arrival_time_ns = 19.10
cp.depth = 58
worst_path_max_delay_cell = "or4_4"
cp_max_fo = 2
critical-path-top-delay-family = "adder cells"
cp.required_ns = 19.76
cp-end-kind = "output port"
cpMostUsedCell = "fa_2"

[detailed_routing]
wl_um = 79000
vias = 14560
drc = 0
viasPerCell = 5.91
wl_per_cell_um = 32.1
drtIter0Drc = 1766
drtPass1Iterations = 6
antenna_left = 0

[status]
outcome = "finished, final reports clean"

[floorplan]
row_count = 80
die_h_um = 239
fp-utilization = 0.222
die_x_um = 239
die_area_mm2 = 0.0571
coreArea_mm2 = 0.0475
io_pins = 349

[worst_hold_path]
hold_depth = 4
min_path_type = "in -> out"

[flow_run]
maxCapViolCount = 0
warning_count = 76
metrics by stage:
stage	TNS, ns	util	instance area (um2)	std cells
2_1_floorplan	0	-	10600	1515
3_3_place_gp	-1.17	0.319	15100	2462
3_5_place_dp	-1.28	0.319	15100	2462
4_1_cts	0	0.320	15200	2462
5_1_grt	0	0.322	15300	2464
6_report	0	0.322	15300	2465
worst min-delay path, delay by kind of cell:
kind	cells	cell delay (ns)
buf+inv	3	0.81
compound gates	1	0.11
layout by cell type, fill, tap and decap left out, types with 32 or more instances in the layout:
cell type        synthesis  layout
a21oi_1                 85      83
a221oi_1                39      38
a22oi_1                 48      47
buf_4                   12     119
clkdlybuf4s50_1          0     344
ha_1                    86      84
inv_1                   72      72
mux2i_1                125     125
nand2_1                110     110
nor2_1                 125     117
nor3_1                  35      32
o211ai_1                37      37
o21ai_0                107     105
o22ai_1                 41      40
power by group:
| group | switching [mW] | internal (mW) | total [mW] | leakage, nW |
|---|---|---|---|---|
| Sequential | 0 | 0 | 0 | 0 |
| Clock | 0 | 0.0000000109 | 0.0000000109 | 0.0000127 |
| Combinational | 0.306 | 0.209 | 0.515 | 6.12 |
| Total | 0.306 | 0.209 | 0.515 | 6.12 |
worst paths after layout:
kind	endpoint	from
min	ALU_A[1]	ALUSrcA_ex
max	ALUResult_ex[0]	rdAddr_wb[1]
kinds of logic (layout without fill, tap and decap cells):
kind of cell             Yosys count  count (layout)  share of synthesized area
AND/OR/NAND/NOR                  418             418                      0.189
buffers and inverters            223             556                     0.0943
XOR/XNOR                          60              60                     0.0498
adder cells (fa/ha/maj)          109             109                      0.146
multiplexers                     142             142                      0.140
other                              0               2                          0
AND-OR/OR-AND                    563             563                      0.381
what timing repair did:
item | in CTS | in global routing
setup buffers | 0 | 1
gates resized | 19 | 20
hold buffers | 0 | 0
pin swaps | 18 | 31
setup endpoints to repair | 2 | 1
per-layer routing:
layer / global-route usage / up-vias / routed length (um)
li1: - / 6428 / -
met1: 0.348 / 7041 / 32200
met2: 0.426 / 930 / 35400
met3: 0.0853 / 157 / 8370
met4: 0.0889 / 4 / 3010
met5: 0 / - / 27
layout make-up:
cell class         instances  area (um2)
fillers                 5072       32300
multi-input cells       1292        9760
repair buffers           471        4440
well taps                615         769
inverters                 85         319
diodes                     2        5.00
Power figures rest on the tool's default switching activity, not on a simulated workload.
