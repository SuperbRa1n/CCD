[config.mk]
export PLATFORM = sky130hd
export DESIGN_NAME = IF1
export DESIGN_NICKNAME = IF1
export VERILOG_FILES = /design/flow/design.v
export SDC_FILE = /design/flow/constraint.sdc
export NUM_CORES = 4
export LEC_CHECK = 1
export CORE_UTILIZATION = 50
[constraint.sdc]
current_design IF1

set clk_period 5.3
set clk_io_pct 0.2

create_clock -name clk0 -period $clk_period [get_ports {clk}]

set non_clock_inputs [all_inputs -no_clocks]
set_input_delay [expr $clk_period * $clk_io_pct] -clock clk0 $non_clock_inputs
set_output_delay [expr $clk_period * $clk_io_pct] -clock clk0 [all_outputs]
[design.v]
`timescale 1ns / 1ps
module IF1(clk, reset, Branch,Jump, IFWrite, JumpAddr,Instruction_if,PC,IF_flush);
    input clk;
    input reset;
    input Branch;
    input Jump;
    input IFWrite;
    input [31:0] JumpAddr;
    output [31:0] Instruction_if;
    output [31:0] PC;
    output IF_flush;
    wire[31:0] NextPC_if, PCSource;
    reg[31:0] PC;
    assign IF_flush = Branch || Jump;
    assign PCSource = IF_flush?JumpAddr:NextPC_if;
    always@(posedge clk)
    begin
        if(reset)
            PC <= 32'd0;
        else if(IFWrite)
            PC <= PCSource;
        else
            PC <= PC;
    end
    adder_32bits adder0(
        .a(PC), 
        .b(32'd4), 
        .ci(0), 
        .s(NextPC_if), 
        .co()
    );
    InstructionROM InstROM0(
        .addr(PC[7:2]),
        .dout(Instruction_if)
    );
endmodule
module InstructionROM(addr,dout);
	input [5 : 0] addr;
	output [31 : 0] dout;
	reg [31 : 0] dout;
	always @(*)
		case (addr)
			6'd0:   dout=32'h0000_3f37 ; 
			6'd1:   dout=32'h0200_0fE7 ; 
			6'd2:   dout=32'h01c0_2623 ; 
			6'd3:   dout=32'h0043_2e83 ; 
			6'd4:   dout=32'h002e_9293 ; 
			6'd5:   dout=32'h0043_2e03 ; 
			6'd6:   dout=32'h0073_3e33 ; 
			6'd7:   dout=32'h0000_0fef ; 
			6'd8:   dout=32'h0000_1c63 ; 
			6'd9:   dout=32'h042f_0293; 
			6'd10:  dout=32'h01f0_0333 ; 
			6'd11:  dout=32'h4062_83b3 ; 
			6'd12:  dout=32'h0053_ee33 ; 
			6'd13:  dout=32'hfc00_0ae3 ; 
			6'd14: dout=32'h00000000 ; 
			default:dout=32'h00000000 ; 
		endcase	
endmodule
module adder_32bits (a, b, ci, s, co);
    input[31:0] a, b;
    input ci;
    output[31:0] s;
    output co;
    wire c1, c2, c3, c4, c5, c6;
    adder_4bits a0(.a(a[3:0]), .b(b[3:0]), .ci(ci), .s(s[3:0]), .co(c1));
    adder_4bits_mux a1(.a(a[7:4]), .b(b[7:4]), .ci(c1), .s(s[7:4]), .co(c2));
    adder_4bits_mux a2(.a(a[11:8]), .b(b[11:8]), .ci(c2), .s(s[11:8]), .co(c3));
    adder_4bits_mux a3(.a(a[15:12]), .b(b[15:12]), .ci(c3), .s(s[15:12]), .co(c4));
    adder_4bits_mux a4(.a(a[19:16]), .b(b[19:16]), .ci(c4), .s(s[19:16]), .co(c5));
    adder_4bits_mux a5(.a(a[23:20]), .b(b[23:20]), .ci(c5), .s(s[23:20]), .co(c6));
    adder_4bits_mux a6(.a(a[27:24]), .b(b[27:24]), .ci(c6), .s(s[27:24]), .co(c7));
    adder_4bits_mux a7(.a(a[31:28]), .b(b[31:28]), .ci(c7), .s(s[31:28]), .co(co));
endmodule
module adder_4bits(a, b, ci, s, co);
    input[3:0] a, b;
    input ci;
    output[3:0] s;
    output co;
    wire[3:0] p, g, c;            
    assign g = a & b;
    assign p = a | b;
    assign c[0] = g[0] | p[0] & ci;
    assign c[1] = g[1] | p[1] & c[0];
    assign c[2] = g[2] | p[2] & c[1];
    assign c[3] = g[3] | p[3] & c[2];
    assign s[0] = (p[0] & (~g[0])) ^ (ci);
    assign s[1] = (p[1] & (~g[1])) ^ (c[0]);
    assign s[2] = (p[2] & (~g[2])) ^ (c[1]);
    assign s[3] = (p[3] & (~g[3])) ^ (c[2]);
    assign co = c[3];
endmodule
module adder_4bits_mux (a, b, ci, s, co);
    input[3:0] a, b;
    input ci;
    output[3:0] s;
    output co;
    wire[3:0] s0, s1;
    wire c0, c1;
    adder_4bits a0(.a(a), .b(b), .ci(0), .s(s0), .co(c0));
    adder_4bits a1(.a(a), .b(b), .ci(1), .s(s1), .co(c1));
    assign s = ci ? s1 : s0;
    assign co = ci ? c1 : c0;
endmodule
[run.sh]
#!/bin/bash
# OpenROAD 26Q1-2900-gdf79404cd8, Yosys 0.63+post, stock flow scripts
make -C /OpenROAD-flow-scripts/flow DESIGN_CONFIG=/design/flow/config.mk WORK_HOME=/design/flow/orfs finish
==> impl_metrics.env <==
# source this file to load flow results
export IMPL_finalWeightedCongestion=0.881
export IMPL_finalSetupViolations=0
export IMPL_worst_setup_path_start_kind="flop"
export IMPL_ys_sh_simple=0.249
export IMPL_maxCapViolations=0
export IMPL_synth_area_mux_share=0.0134
export IMPL_core_area_um2=4410
export IMPL_detail_route_antenna_nets=0
export IMPL_lay_top_count="clkdlybuf4s50_1"
export IMPL_ir_drop_uv=153
export IMPL_flop_cell="dfxtp_1"
export IMPL_ctsHoldBuffers=0
export IMPL_cts_repair_resize_count=0
export IMPL_worstSetupStartpoint="PC[5]"
export IMPL_skew_ns=0.00658
export IMPL_htreeDepth=2
export IMPL_aoi_share=0.242
export IMPL_dp_cells=434
export IMPL_ys_sh_xor=0.00374
export IMPL_tool_warnings=34
export IMPL_fmax_ghz=0.281
export IMPL_ios=102
export IMPL_clockBufferDepth=2
export IMPL_yosys_area_top_type="dfxtp_1"
export IMPL_period_minus_slack_ns=3.56
export IMPL_path_max_fanout=25
export IMPL_met1_usage=0.354
export IMPL_power_leakage_nw=1.37
export IMPL_path_class="reg -> out"
export IMPL_grt_util_met2=0.397
export IMPL_largestRegisters="PC x32"
export IMPL_yosys_area_um2=2340
export IMPL_yosysCellCount=303
export IMPL_topCellsByArea="dfxtp_1, ha_1, nand2_1"
export IMPL_async_flop_share=0
export IMPL_yosysUniqueCellTypes=43
export IMPL_layout_cells_non_filler=441
export IMPL_grt_use_total=0.243
export IMPL_syn_area_um2=2340
export IMPL_ys_flops=32
export IMPL_grt_pass1_vias=2167
export IMPL_drtPass1Iterations=4
export IMPL_die_area_um2=4960
export IMPL_cp_arrival_ns=2.50
export IMPL_viasPerCell=5.56
export IMPL_busiest_layer="met2"
export IMPL_n_antenna_cell=0
export IMPL_postCtsSetupRepairBufs=0
export IMPL_wire_per_inst_um=13.2
export IMPL_largest_register_ff_count=32
export IMPL_vias=2452
export IMPL_clock_latency_ns=0.28
export IMPL_reg2reg_from="PC[5]"
export IMPL_required_ns=4.24
export IMPL_postSynthSeqShare=0.274
export IMPL_most_common_layout_cells="clkdlybuf4s50_1, nand2_1, nor2_1"
export IMPL_synth_warnings=6
export IMPL_setup_tns_ns=0
export IMPL_cp_end_kind="primary output"
export IMPL_hpwl_mm=4.09
export IMPL_io_buffers=101
export IMPL_die_width_um=70.4
export IMPL_syn_avg_cell_area_um2=7.73
export IMPL_fp_dieH_um=70.4
export IMPL_cts_buffers=5
export IMPL_dr_first_iter_drc_count=116
export IMPL_min_delay_start="PC[0]"
export IMPL_slew_headroom=0.485
export IMPL_wirelength_mm=5.81
export IMPL_ys_sh_adder=0.150
export IMPL_top_logic_kind="simple AND/OR/NAND/NOR gates"
export IMPL_fp_row_count=24
export IMPL_cts_root_buf="clkbuf_8"
export IMPL_post_route_period_util=0.671
export IMPL_hold_path_class="reg -> reg"
export IMPL_regMostFlops="PC"
export IMPL_dpl_cell_area_um2=3320
export IMPL_clock_sinks=32
export IMPL_slew_violations=0
export IMPL_p_per_area_nw_per_um2=203
export IMPL_drc=0
export IMPL_path_clk_slew_ns=0.06
export IMPL_fp_util=0.530
export IMPL_drive_gt1_frac=0.0591
export IMPL_fin_area_um2=3400
export IMPL_fin_util=0.771
export IMPL_syn_inst=303
export IMPL_tightest_slew_ns=0.772
export IMPL_final_hold_violation_count=0
export IMPL_grt_max_degree=41
export IMPL_netlist_area_leader_share=0.274
export IMPL_antenna_found_initial=0
export IMPL_grt_pass1_wl_mm=9.78
export IMPL_rsz0062_at_grt="false"
export IMPL_edf_count=0
export IMPL_status="complete, no violations"
export IMPL_area_growth_pct=45.3
export IMPL_total_power_uw=691
export IMPL_use_met3=0.0496
export IMPL_tritoncts="done"
export IMPL_grt_overflow=0
==> final cells by class <==
cell class	instances	area, µm²
Clock buffer	5	68.8
Clock inverter	2	12.5
Fill cell	324	1010
Inverter	7	26.3
Multi-Input combinational cell	237	1540
Sequential cell	32	641
Tap cell	52	65.1
Timing Repair Buffer	106	1050
==> kinds of logic after synthesis <==
| group | Yosys count |
|---|---|
| compound gates | 74 |
| xor+xnor | 1 |
| fa+ha+maj | 28 |
| buf+inv | 34 |
| simple gates | 131 |
| mux | 3 |
| flops | 32 |
==> stage by stage <==
stage | worst slack (ns) | hold slack, ns
after global routing | 1.54 | 0.477
after CTS | 1.77 | 0.457
after floorplan | 2.49 | 0.422
after global placement | 1.85 | 0.441
final | 1.74 | 0.459
after detailed placement | 1.84 | 0.449
==> per-layer routing <==
layer | vias to the layer above | share of wire
met3 | 2 | 0.078
li1 | 1255 | -
met1 | 1096 | 0.47
met5 | - | 0
met2 | 99 | 0.44
met4 | 0 | 0.0041
==> synthesized netlist by cell type (all sizes together), types with 2 or more instances <==
cell type	number
nand4	2
nand2	57
nand2b	4
a21oi	20
a311oi	25
a31oi	5
inv	6
nor2b	4
clkbuf	9
buf	18
o21ai	11
a211oi	6
and2	2
nand3	8
ha	28
mux2i	2
nor3	11
dfxtp	32
nor2	37
==> worst paths after layout <==
path	end	slack, ns	cells past startpoint
hold / removal	PC[0]	0.46	2
setup reg to reg	PC[31]	2.80	7
setup / recovery	Instruction_if[4]	1.74	4
hold reg to reg	PC[0]	0.46	2
==> critical path: stages, from the launching register on <==
cell and delay [ns]:
dfxtp_1 0.82, inv_1 0.32, or3_1 0.43, a31oi_1 0.17, clkdlybuf4s50_1 0.48
==> where the power goes <==
group          internal [mW]  switching [mW]  total, mW
combinational          0.141          0.0900      0.231
clock                 0.0888          0.0902      0.179
sequential             0.259          0.0215      0.281
Power figures rest on the tool's default switching activity, not on a simulated workload.
