--- flow/design.v ---
module BranchTest (Instruction, rs1Data, rs2Data, Branch);
    input[31:0] Instruction, rs1Data, rs2Data;
    output reg Branch;
    parameter SB_type_op    =   7'b1100011;
    parameter BEQ_FUNCT3    =   3'o0;
    parameter BNE_FUNCT3    =   3'o1;
    parameter BLT_FUNCT3    =   3'o4;
    parameter BGE_FUNCT3    =   3'o5;
    parameter BLTU_FUNCT3   =   3'o6;
    parameter BGEU_FUNCT3   =   3'o7;
    wire[31:0] sum;
    adder_32bits adder(
        .a(rs1Data),
        .b(~rs2Data),
        .ci(1),
        .s(sum),
        .co()
    );
    wire isLT, isLTU;
    assign isLT = rs1Data[31]&&(~rs2Data[31]) || (rs1Data[31]~^rs2Data[31])&&sum[31];
    assign isLTU = (~rs1Data[31])&&rs2Data[31] || (rs1Data[31]~^rs2Data[31])&&sum[31];
    wire[6:0] op;
    wire[2:0] funct3;
    wire SB_type;
    assign op = Instruction[6:0];
    assign funct3 = Instruction[14:12];
    assign SB_type = (op == SB_type_op);
    always@(*)
    begin
        if(SB_type) 
        begin
        case (funct3)
            BEQ_FUNCT3: Branch = ~(|sum[31:0]);
            BNE_FUNCT3: Branch = |sum[31:0];
            BLT_FUNCT3: Branch = isLT;
            BGE_FUNCT3: Branch = ~isLT;
            BLTU_FUNCT3:Branch = isLTU;
            BGEU_FUNCT3:Branch = ~isLTU;
            default:    Branch = 0;
        endcase
        end
        else 
            Branch = 0;
    end
endmodule
module adder_32bits (a, b, ci, s, co);
    input[31:0] a, b;
    input ci;
    output[31:0] s;
    output co;
    wire c1, c2, c3, c4, c5, c6;
    adder_4bits a0(.a(a[3:0]), .b(b[3:0]), .ci(ci), .s(s[3:0]), .co(c1));
    adder_4bits_mux a1(.a(a[7:4]), .b(b[7:4]), .ci(c1), .s(s[7:4]), .co(c2));
    adder_4bits_mux a2(.a(a[11:8]), .b(b[11:8]), .ci(c2), .s(s[11:8]), .co(c3));
    adder_4bits_mux a3(.a(a[15:12]), .b(b[15:12]), .ci(c3), .s(s[15:12]), .co(c4));
    adder_4bits_mux a4(.a(a[19:16]), .b(b[19:16]), .ci(c4), .s(s[19:16]), .co(c5));
    adder_4bits_mux a5(.a(a[23:20]), .b(b[23:20]), .ci(c5), .s(s[23:20]), .co(c6));
    adder_4bits_mux a6(.a(a[27:24]), .b(b[27:24]), .ci(c6), .s(s[27:24]), .co(c7));
    adder_4bits_mux a7(.a(a[31:28]), .b(b[31:28]), .ci(c7), .s(s[31:28]), .co(co));
endmodule
module adder_4bits(a, b, ci, s, co);
    input[3:0] a, b;
    input ci;
    output[3:0] s;
    output co;
    wire[3:0] p, g, c;            
    assign g = a & b;
    assign p = a | b;
    assign c[0] = g[0] | p[0] & ci;
    assign c[1] = g[1] | p[1] & c[0];
    assign c[2] = g[2] | p[2] & c[1];
    assign c[3] = g[3] | p[3] & c[2];
    assign s[0] = (p[0] & (~g[0])) ^ (ci);
    assign s[1] = (p[1] & (~g[1])) ^ (c[0]);
    assign s[2] = (p[2] & (~g[2])) ^ (c[1]);
    assign s[3] = (p[3] & (~g[3])) ^ (c[2]);
    assign co = c[3];
endmodule
module adder_4bits_mux (a, b, ci, s, co);
    input[3:0] a, b;
    input ci;
    output[3:0] s;
    output co;
    wire[3:0] s0, s1;
    wire c0, c1;
    adder_4bits a0(.a(a), .b(b), .ci(0), .s(s0), .co(c0));
    adder_4bits a1(.a(a), .b(b), .ci(1), .s(s1), .co(c1));
    assign s = ci ? s1 : s0;
    assign co = ci ? c1 : c0;
endmodule
--- flow/run.sh ---
#!/bin/bash
# OpenROAD 26Q1-2900-gdf79404cd8, Yosys 0.63+post, stock flow scripts
make -C /OpenROAD-flow-scripts/flow DESIGN_CONFIG=/design/flow/config.mk WORK_HOME=/design/flow/orfs finish
--- flow/config.mk ---
export PLATFORM = sky130hd
export DESIGN_NAME = BranchTest
export DESIGN_NICKNAME = BranchTest
export VERILOG_FILES = /design/flow/design.v
export SDC_FILE = /design/flow/constraint.sdc
export NUM_CORES = 4
export LEC_CHECK = 1
export CORE_UTILIZATION = 30
--- flow/constraint.sdc ---
current_design BranchTest

set clk_period 13.6
set clk_io_pct 0.2

create_clock -name clk0 -period $clk_period

set non_clock_inputs [all_inputs -no_clocks]
set_input_delay [expr $clk_period * $clk_io_pct] -clock clk0 $non_clock_inputs
set_output_delay [expr $clk_period * $clk_io_pct] -clock clk0 [all_outputs]
==> reports/qor.yml <==
run_status:
  status: "finished, violations left"
  violations: "setup timing"
pwr:
  p_leak_nw: 0.949
  power_density_nw_per_um2: 33.4
  peakVddDrop_mv: 0.0181
die:
  fp_util_pct: 32.8
  fp-row-count: 21
  core-area_sq_um: 3470
  die_h_um: 63.5
  io_pins: 97
  dieWidth_um: 63.5
  die_area_sq_um: 4040
timing:
  finalSetupViolCount: 1
  max_freq_mhz: 60.0
  min_period_ns: 16.65
  rsz0062_at_grt: "yes"
  fin_tns_setup_ns: -3.05
  hold_viol: 0
  period_used_pct: 122
  setup_slack_ns: -3.05
  tightest_slew_ns: 0.310
  hold_slack_ns: 6.09
  slew_violations: 0
  slew_headroom_pct: 79.1
placed_design:
  pre_cts_slack_ns: -3.97
  portBuffers: 75
  hpwl_um: 2500
  gp_congestion: 0.801
  dpl_cell_area_sq_um: 2080
detailed_routing:
  drcViolationCount: 0
  n_antenna_cell: 0
  post_drt_wl_per_cell_um: 10.3
  final_antenna_net_count: 0
  avgViaCountPerCell: 4.08
  drtIter0Drc: 8
  vias: 1044
  finalWirelength_um: 2640
  first_pass_iters: 3
hold_path:
  hold_start: "Instruction[14]"
  hp-class: "in2out"
  hold_depth: 4
critical_path:
  critPathArrivalTime_ns: 13.93
  crit_path_start_kind: "input port"
  slowest_delay_ns: 0.48
  worstPathRequired_ns: 10.88
  cp-end-kind: "output port"
  cp_max_fo: 3
  crit_path_start: "rs1Data[0]"
  slowest_stage: "fa_1"
  crit_type: "in2out"
  endpoint: "Branch"
  cpMostUsedCell: "fa_2"
synthesis:
  syn_inst: 123
  ys_seq_share_pct: 0
  synthTopCellsByCount: "43 x inv_1, 25 x fa_1, 15 x ha_1, 7 x xnor2_1"
  yosysCellCount: 123
  netlist.area_leader.share_pct: 44.1
  ys_warn_count: 5
  synth_area_per_cell_sq_um: 9.24
  largest_area_cell: "fa_1"
  most_common_cell: "inv_1"
  area_leaders: "fa_1 44%, ha_1 17%, inv_1 14%, xnor2_1 5.4%, nand4_1 3.3%"
  synth_area_sq_um: 1140
  ys_types: 17
  ys_chip_area_sq_um: 1140
layout:
  flops: 0
  drive_above_1_share_pct: 28.1
  finalInstanceArea_sq_um: 2150
  area_delta_synth_final_pct: 89.2
  nClkBuffers: 0
  seq_area_sq_um: 0
global_routing:
  grt_pass1_vias: 1053
  antenna_found_initial: 0
  overflow: 0
  grt_usage_pct: 14.3
  grt_max_degree: 4
  grt_pass1_wl_um: 4460
flow_run:
  warnings: 65
  maxCapViolCount: 0
==> how the worst min path moves through the flow <==
| stage | end | slack, ns |
|---|---|---|
| after global routing | Branch | 6.14 |
| final | Branch | 6.09 |
| after CTS | Branch | 6.10 |
==> placed cells by master (no fill, tap or decap), drive strengths merged <==
cell type       n
nand3           2
nor2            6
inv            43
nor4bb          1
nand4           6
and3            1
xor2            2
nor4            3
mux2i           3
or2             2
clkdlybuf4s50  70
nor2b           1
ha             15
dlygate4sd2     1
o41ai           1
fa             25
a21oi           5
xnor2           7
clkdlybuf4s15   1
buf            15
==> cell type report <==
type / instances / area, sq um
fill: 291 / 1320
multi-input combinational: 80 / 1090
timing repair buffer: 87 / 837
inverter: 43 / 164
tap: 46 / 57.6
==> cells by family after synthesis <==
family	Yosys count	share of synthesized area, %
buf+inv	43	14.2
fa+ha+maj	40	60.6
simple gates	22	12.0
xor+xnor	9	6.94
compound gates	6	3.63
mux	3	2.64
==> worst max-delay path, delay by kind of cell <==
kind | cells | cell delay (ns)
AOI/OAI and AO/OA | 6 | 0.55
xor gates and xnor gates | 1 | 0.19
adders and majority gates | 25 | 8.76
buffers and inverters | 4 | 0.28
muxes | 2 | 0.34
and+or+nand+nor | 7 | 1.08
==> power by group <==
| group | leakage (nW) | internal, mW | total, mW | switching [mW] |
|---|---|---|---|---|
| logic | 0.949 | 0.0442 | 0.0718 | 0.0277 |
| clock network | 0 | 0 | 0 | 0 |
| registers | 0 | 0 | 0 | 0 |
==> routing by layer <==
layer  up-vias  share of wire (%)  track usage [%]
li1        544                  -                -
met1       452                 46             23.2
met2        48                 44             21.5
met3         0                 10             3.13
met4         0                  0                0
met5         -                  0                0
==> stage by stage <==
step / power, mW / util (%) / std cells
floorplan: 0.0336 / - / 123
global placement: 0.0682 / 59.8 / 253
detailed placement: 0.0687 / 59.8 / 253
CTS: 0.0733 / 61.8 / 256
global route: 0.0807 / 62.0 / 256
finish: 0.0718 / 62.0 / 256
==> repair_timing <==
action / 4_1_cts / 5_1_grt
hold buffers: 0 / 0
setup buffers: 3 / 0
resized: 29 / 1
setup endpoints to repair: 1 / 1
pin swaps: 34 / 1
No activity file was given, so power comes from the tool's default toggle rates.
